$ cat flow/design.v
`timescale 1ns/10ps
module MM( in_data, col_end, row_end, is_legal, out_data, rst, clk , change_row,valid,busy);
input           clk;
input           rst;
input           col_end;
input           row_end;
input signed     [7:0]     in_data;
output reg signed [19:0]   out_data;
output reg is_legal;
output reg change_row,valid,busy;
parameter load_a=3'd0,load_b=3'd1,hold=3'd2,cal=3'd3,output_s=3'd4,finish=3'd5;
reg [3:0] i_counter,j_counter;
reg [1:0] current_row_counter,a_row,a_col,b_row,b_col,c_row_counter,c_col_counter;
reg [4:0] cal_counter,o_counter;
reg signed[7:0] a [0:15];
reg signed[7:0] b [0:15];
reg signed[19:0] m [0:15];
reg [2:0] cs,ns;
reg [4:0] load_b_counter;
always@(posedge clk or posedge rst)begin
	if(rst)begin
		cs <= load_a;
	end
	else begin
		cs <= ns;
	end
end
always@(*)begin
	case(cs)
		load_a: 
		begin 
			if(col_end && row_end)begin 
				ns = load_b;
			end
			else begin
				ns =load_a;
			end
		end
		load_b: 
		begin 
			if(col_end && row_end)begin 
				ns = hold;
			end
			else begin
				ns =load_b;
			end
		end
		hold: 
		begin
			if(a_col!=b_row)begin
				ns=finish;
			end
			else begin
				ns=cal;
			end
		end
		cal: 
		begin
			if(cal_counter==5'd16)begin
				ns = output_s;
			end
			else begin
				ns = cal;
			end
		end
		output_s: 
		begin
			if(c_col_counter==b_col && c_row_counter==a_row)begin
				ns=finish;
			end
			else begin
				ns=output_s;
			end
		end
		finish:ns=load_a; 
		default:ns=finish;
	endcase
end
always@(*)begin
	if(cs==load_a || cs==load_b||cs==output_s) is_legal=1'b1; 
	else is_legal=1'b0;
end
always@(*)begin
	if(cs==load_a||cs==load_b||cs==finish)begin  
		busy=1'b0;
	end
	else begin
		busy=1'b1;
	end
end
always@(posedge clk or posedge rst)begin
	if(rst)begin
		valid<=1'b0;
	end
	else begin
		if(cs==output_s||(cs==hold && a_col!=b_row)) valid<=1'b1; 
		else valid<=1'b0;
	end
end
always@(posedge clk or posedge rst)begin
	if(rst)begin
		change_row<=1'd0;
	end
	else begin
		if(cs==output_s && c_col_counter==b_col)begin
			change_row<=1'd1;
		end
		else begin
			change_row<=1'd0;
		end
	end
end
always@(posedge clk or posedge rst)begin
	if(rst)begin
		i_counter<=4'd0;
	end
	else begin
		if(cs==load_a &&(!col_end))begin  
			i_counter<=i_counter+4'd1;
		end
		else if(cs==load_a && col_end==1'd1 && row_end!=1'd1 && current_row_counter==2'd0)begin 
			i_counter<=4'd4;
		end
		else if(cs==load_a && col_end==1'd1 && row_end!=1'd1 && current_row_counter==2'd1)begin 
			i_counter<=4'd8;
		end
		else if(cs==load_a && col_end==1'd1 && row_end!=1'd1 && current_row_counter==2'd2)begin 
			i_counter<=4'd12;
		end
		else if(cs==finish)begin
			i_counter<=4'd0;		
		end
		else begin
			i_counter<=i_counter;
		end
	end
end
always@(posedge clk or posedge rst)begin
	if(rst)begin
		j_counter<=4'd0;
	end
	else begin
		if(cs==load_b && (!col_end))begin  
			j_counter<=j_counter+4'd1;
		end
		else if(cs==load_b && col_end==1'b1 && row_end!=1'b1 && current_row_counter==2'd0)begin 
			j_counter<=4'd4;
		end
		else if(cs==load_b && col_end==1'b1 && row_end!=1'b1 && current_row_counter==2'd1)begin 
			j_counter<=4'd8;
		end
		else if(cs==load_b && col_end==1'b1 && row_end!=1'b1 && current_row_counter==2'd2)begin 
			j_counter<=4'd12;
		end
		else if(cs==finish)begin 
			j_counter<=4'd0;
		end
		else begin
			j_counter<=j_counter;
		end
	end
end
always@(posedge clk or posedge rst)begin
	if(rst)begin
		current_row_counter<=2'd0;
	end
	else begin
		if(cs==load_a && col_end==1'd1 && row_end!=1'd1)begin 
			current_row_counter<=current_row_counter+2'd1;
		end
		else if(cs==load_b && col_end==1'd1 && row_end!=1'd1)begin 
			current_row_counter<=current_row_counter+2'd1;
		end
		else if(col_end==1'd1 && row_end==1'd1)begin
			current_row_counter<=2'd0;
		end
		else begin
			current_row_counter<=current_row_counter;
		end
	end
end
always@(posedge clk or posedge rst)begin
	if(rst)begin
		a_row<=2'd0;
	end
	else begin
		if(cs==load_a && col_end && !row_end)begin
			a_row<=a_row+2'd1;
		end
		else if(cs==load_a && col_end && row_end)begin 
			a_row<=a_row;
		end
		else if(cs==finish)begin
			a_row<=2'd0;
		end
	end
end
always@(posedge clk or posedge rst)begin
	if(rst)begin
		a_col<=2'd0;
	end
	else begin
		if(cs==load_a && !col_end&&a_row==2'd0)begin
			a_col<=a_col+2'd1;
		end
		else if(cs==finish)begin 
			a_col<=2'd0;
		end
		else begin
			a_col<=a_col;
		end
	end
end
always@(posedge clk or posedge rst)begin
	if(rst)begin
		b_row<=2'd0;
	end
	else begin
		if(cs==load_b && col_end && !row_end)begin
			b_row<=b_row+2'd1;
		end
		else if(cs==load_a && col_end && row_end)begin
			b_row<=b_row;
		end
		else if(cs==finish)begin
			b_row<=2'd0;
		end
	end
end
always@(posedge clk or posedge rst)begin
	if(rst)begin
		b_col<=2'd0;
	end
	else begin
		if(cs==load_b && !col_end&&b_row==2'd0)begin
			b_col<=b_col+2'd1;
		end
		else if(cs==finish)begin
			b_col<=2'd0;
		end
		else begin
			b_col<=b_col;
		end
	end
end
always@(posedge clk or posedge rst)begin
	if(rst)begin
		c_row_counter<=2'd0;
	end
	else begin
		if(cs==output_s && c_col_counter==b_col && c_row_counter<a_row)begin  
			c_row_counter<=c_row_counter+2'd1;
		end
		else if(cs==output_s && c_col_counter==b_col && c_row_counter==a_row)begin  
			c_row_counter<=2'd0;
		end
		else begin
			c_row_counter<=c_row_counter;
		end
	end
end
always@(posedge clk or posedge rst)begin
	if(rst)begin
		c_col_counter<=2'd0;
	end
	else begin
		if(cs==output_s && c_col_counter<b_col)begin  
			c_col_counter<=c_col_counter+2'd1;
		end
		else if(cs==output_s && c_col_counter==b_col)begin 
			c_col_counter<=2'd0;
		end
		else begin
			c_col_counter<=c_col_counter;
		end
	end
end
always@(posedge clk or posedge rst)begin
	if(rst)begin
		cal_counter<=5'd0;
	end
	else begin
		if(cs==cal && cal_counter<5'd16)begin
			cal_counter<=cal_counter+5'd1;
		end
		else if(cs==cal && cal_counter==5'd16)begin
			cal_counter<=5'd0;
		end
		else begin
			cal_counter<=cal_counter;
		end
	end
end
always@(posedge clk or posedge rst)begin
	if(rst)begin
		load_b_counter<=5'd0;
	end
	else begin
		if(cs==load_b)begin
			load_b_counter<=load_b_counter+5'd1;
		end
		else begin
			load_b_counter<=5'd0;
		end
	end
end
always@(posedge clk or posedge rst)begin
	if(rst)begin
		a[0]<=8'd0;
		a[1]<=8'd0;
		a[2]<=8'd0;
		a[3]<=8'd0;
		a[4]<=8'd0;
		a[5]<=8'd0;
		a[6]<=8'd0;
		a[7]<=8'd0;
		a[8]<=8'd0;
		a[9]<=8'd0;
		a[10]<=8'd0;
		a[11]<=8'd0;
		a[12]<=8'd0;
		a[13]<=8'd0;
		a[14]<=8'd0;
		a[15]<=8'd0;
	end
	else begin
		if(cs==load_a)begin
			a[i_counter]<= in_data;
		end
		else if(cs==finish)begin
			a[0]<=8'd0;
			a[1]<=8'd0;
			a[2]<=8'd0;
			a[3]<=8'd0;
			a[4]<=8'd0;
			a[5]<=8'd0;
			a[6]<=8'd0;
			a[7]<=8'd0;
			a[8]<=8'd0;
			a[9]<=8'd0;
			a[10]<=8'd0;
			a[11]<=8'd0;
			a[12]<=8'd0;
			a[13]<=8'd0;
			a[14]<=8'd0;
			a[15]<=8'd0;
		end
		else begin
			a[i_counter]<=a[i_counter];
		end
	end
end
always@(posedge clk or posedge rst)begin
	if(rst)begin
		b[0]<=8'd0;
		b[1]<=8'd0;
		b[2]<=8'd0;
		b[3]<=8'd0;
		b[4]<=8'd0;
		b[5]<=8'd0;
		b[6]<=8'd0;
		b[7]<=8'd0;
		b[8]<=8'd0;
		b[9]<=8'd0;
		b[10]<=8'd0;
		b[11]<=8'd0;
		b[12]<=8'd0;
		b[13]<=8'd0;
		b[14]<=8'd0;
		b[15]<=8'd0;
	end
	else begin
		if(cs==load_b)begin
			b[j_counter]<= in_data;
		end
		else if(cs==finish)begin
			b[0]<=8'd0;
			b[1]<=8'd0;
			b[2]<=8'd0;
			b[3]<=8'd0;
			b[4]<=8'd0;
			b[5]<=8'd0;
			b[6]<=8'd0;
			b[7]<=8'd0;
			b[8]<=8'd0;
			b[9]<=8'd0;
			b[10]<=8'd0;
			b[11]<=8'd0;
			b[12]<=8'd0;
			b[13]<=8'd0;
			b[14]<=8'd0;
			b[15]<=8'd0;
		end
		else begin
			b[j_counter]<=b[j_counter];
		end
	end
end
always@(posedge clk or posedge rst)begin
	if(rst)begin
		m[0]<=8'd0;
		m[1]<=8'd0;
		m[2]<=8'd0;
		m[3]<=8'd0;
		m[4]<=8'd0;
		m[5]<=8'd0;
		m[6]<=8'd0;
		m[7]<=8'd0;
		m[8]<=8'd0;
		m[9]<=8'd0;
		m[10]<=8'd0;
		m[11]<=8'd0;
		m[12]<=8'd0;
		m[13]<=8'd0;
		m[14]<=8'd0;
		m[15]<=8'd0;
	end
	else begin
		if(cs==cal && cal_counter==5'd0)       m[0]<= a[0]*b[0]+a[1]*b[4]+a[2]*b[8]+a[3]*b[12];
		else if(cs==cal && cal_counter==5'd1)  m[1]<= a[0]*b[1]+a[1]*b[5]+a[2]*b[9]+a[3]*b[13];
		else if(cs==cal && cal_counter==5'd2)  m[2]<= a[0]*b[2]+a[1]*b[6]+a[2]*b[10]+a[3]*b[14];
		else if(cs==cal && cal_counter==5'd3)  m[3]<= a[0]*b[3]+a[1]*b[7]+a[2]*b[11]+a[3]*b[15];
		else if(cs==cal && cal_counter==5'd4)  m[4]<= a[4]*b[0]+a[5]*b[4]+a[6]*b[8]+a[7]*b[12];
		else if(cs==cal && cal_counter==5'd5)  m[5]<= a[4]*b[1]+a[5]*b[5]+a[6]*b[9]+a[7]*b[13];
		else if(cs==cal && cal_counter==5'd6)  m[6]<= a[4]*b[2]+a[5]*b[6]+a[6]*b[10]+a[7]*b[14];
		else if(cs==cal && cal_counter==5'd7)  m[7]<= a[4]*b[3]+a[5]*b[7]+a[6]*b[11]+a[7]*b[15];
		else if(cs==cal && cal_counter==5'd8)  m[8]<= a[8]*b[0]+a[9]*b[4]+a[10]*b[8]+a[11]*b[12];
		else if(cs==cal && cal_counter==5'd9)  m[9]<= a[8]*b[1]+a[9]*b[5]+a[10]*b[9]+a[11]*b[13];
		else if(cs==cal && cal_counter==5'd10) m[10]<= a[8]*b[2]+a[9]*b[6]+a[10]*b[10]+a[11]*b[14];
		else if(cs==cal && cal_counter==5'd11) m[11]<= a[8]*b[3]+a[9]*b[7]+a[10]*b[11]+a[11]*b[15];
		else if(cs==cal && cal_counter==5'd12) m[12]<= a[12]*b[0]+a[13]*b[4]+a[14]*b[8]+a[15]*b[12];
		else if(cs==cal && cal_counter==5'd13) m[13]<= a[12]*b[1]+a[13]*b[5]+a[14]*b[9]+a[15]*b[13];
		else if(cs==cal && cal_counter==5'd14) m[14]<= a[12]*b[2]+a[13]*b[6]+a[14]*b[10]+a[15]*b[14];
		else if(cs==cal && cal_counter==5'd15) m[15]<= a[12]*b[3]+a[13]*b[7]+a[14]*b[11]+a[15]*b[15];
		else if(cs==finish)begin
			m[0]<=8'd0;
			m[1]<=8'd0;
			m[2]<=8'd0;
			m[3]<=8'd0;
			m[4]<=8'd0;
			m[5]<=8'd0;
			m[6]<=8'd0;
			m[7]<=8'd0;
			m[8]<=8'd0;
			m[9]<=8'd0;
			m[10]<=8'd0;
			m[11]<=8'd0;
			m[12]<=8'd0;
			m[13]<=8'd0;
			m[14]<=8'd0;
			m[15]<=8'd0;	
		end
		else m[0]<=m[0];
	end
end
always@(posedge clk or posedge rst)begin
	if(rst)begin
		out_data<=20'd0;
	end
	else begin
		if(cs==output_s)begin
			out_data<=m[o_counter];
		end
		else begin
			out_data<=out_data;
		end
	end
end
always@(posedge clk or posedge rst)begin
	if(rst)begin
		o_counter<=5'd0;
	end
	else begin
		if(cs==output_s && c_col_counter<b_col)begin
			o_counter<=o_counter+5'd1;
		end
		else if(cs==output_s && c_col_counter==b_col && b_col==2'd3&& c_row_counter<a_row)begin 
			o_counter<=o_counter+5'd1;
		end
		else if(cs==output_s && c_col_counter==b_col && b_col==2'd2&& c_row_counter<a_row)begin
			o_counter<=o_counter+5'd2;
		end
		else if(cs==output_s && c_col_counter==b_col && b_col==2'd1&& c_row_counter<a_row)begin
			o_counter<=o_counter+5'd3;
		end
		else if(cs==output_s && c_col_counter==b_col && b_col==2'd0&& c_row_counter<a_row)begin
			o_counter<=o_counter+5'd4;
		end
		else if(cs==output_s && c_col_counter==b_col && c_row_counter==a_row)begin
			o_counter<=5'd0;
		end
		else begin
			o_counter<=o_counter;
		end
	end
end
endmodule
$ cat flow/run.sh
#!/bin/bash
# OpenROAD 26Q1-2900-gdf79404cd8, Yosys 0.63+post, stock flow scripts
make -C /OpenROAD-flow-scripts/flow DESIGN_CONFIG=/design/flow/config.mk WORK_HOME=/design/flow/orfs finish
$ cat flow/config.mk
export PLATFORM = sky130hd
export DESIGN_NAME = MM
export DESIGN_NICKNAME = MM
export VERILOG_FILES = /design/flow/design.v
export SDC_FILE = /design/flow/constraint.sdc
export NUM_CORES = 4
export LEC_CHECK = 1
export CORE_UTILIZATION = 30
$ cat flow/constraint.sdc
current_design MM

set clk_period 9.4
set clk_io_pct 0.2

create_clock -name clk0 -period $clk_period [get_ports {clk}]

set non_clock_inputs [all_inputs -no_clocks]
set_input_delay [expr $clk_period * $clk_io_pct] -clock clk0 $non_clock_inputs
set_output_delay [expr $clk_period * $clk_io_pct] -clock clk0 [all_outputs]
==> results.json <==
{
  "status": "finished clean",
  "mux_area_share_pct": 1.662,
  "synth_area_per_cell_um2": 9.639,
  "grt_pass1_wl_um": 1180000,
  "vias": 145600,
  "wirelength_um": 817900,
  "cts_buffers": 97,
  "rsz0062_at_grt": "false",
  "first_pass_iters": 13,
  "period_used_pct": 89.44,
  "critPathMaxStageDelay_ns": 0.98,
  "cp_max_fo": 19,
  "drive_above_1_share_pct": 6.286,
  "netlist.area_leader.share_pct": 50.00,
  "antenna_found_initial": 113,
  "gr-total-overflow": 0,
  "maxSlewViolCount": 0,
  "edf_count": 0,
  "min-delay-start": "m[15][0]$_DFFE_PP0P_",
  "crit_family": "adder cells",
  "dp_hpwl_um": 674500,
  "top_cells_by_area": "fa_1, inv_1, ha_1",
  "cts_sinks": 618,
  "design_area_mm2": 0.2256,
  "slowest_stage": "dfrtp_2",
  "flop_cell": "dfrtp_1",
  "cts_buffer_depth": 4,
  "drc": 0,
  "crit_top_cell": "fa_1",
  "top_cells_by_count": "inv_1, fa_1, and2_1",
  "p_total_mw": 52.34,
  "ys_sh_xor_pct": 1.522,
  "p_per_area_mw_per_mm2": 232.0,
  "synth_cell_types": 95,
  "grt_use_total_pct": 25.23,
  "top_cell": "inv_1",
  "path_buffers": 6,
  "worstSetupStartpoint": "b[8][2]$_DFFE_PP0P_",
  "die_w_um": 835.4,
  "grt_pass1_vias": 160700,
  "dpl-instance-area_mm2": 0.2219,
  "ant_nets": 0,
  "pre_cts_slack_ns": 1.172,
  "timing.fmax_mhz": 118.9,
  "tritoncts": "built",
  "ys_seq_share_pct": 7.423,
  "aoi_share_pct": 4.012,
  "critical_path_class": "flip-flop to flip-flop",
  "syn_inst": 21610,
  "ios": 36,
  "fin_cells": 30800,
  "finalSetupTns_ns": 0,
  "grt_max_degree": 88,
  "largest_area_cell": "fa_1",
  "synth_adder_area_share_pct": 59.75,
  "crit_chain": "buf_4 -> nand2_1 -> inv_1 -> fa_1 -> inv_1 -> fa_1 -> inv_1 -> fa_1 -> fa_1 -> fa_1 -> fa_1 -> fa_1 -> inv_1 -> fa_1 -> inv_1 -> ha_1 -> nand3_1 -> a211oi_1 -> nor3_1 -> nor3_1 -> o31ai_1 -> nand2b_1 -> xnor2_1 -> o21ai_0",
  "start_kind": "flip-flop",
  "ys_sh_simple_pct": 12.64,
  "hold_class": "flip-flop to flip-flop",
  "post_drt_wl_per_cell_um": 26.56,
  "clkTransAtPathRegs_ns": 0.07,
  "dp.cells": 30490,
  "reg2reg_from": "b[8][2]$_DFFE_PP0P_",
  "clkLatencyLatePin_ns": 0.95,
  "rows": 305,
  "hold_viol": 0,
  "ctsHoldBuffers": 0,
  "async_reset_ff_share_pct": 100.0,
  "viasPerCell": 4.726,
  "finClkSkew_ns": 0.1129,
  "initCoreUtil_pct": 30.16,
  "tool_warnings": 50,
  "topCombFamilyByArea": "adder cells",
  "cts_root_buf": "clkbuf_16",
  "yosysWarnings": 4,
  "area_growth_pct": 8.295,
  "ir_worst_vdd_uv": 552.4,
  "fin_ws_ns": 0.9924,
  "ys_chip_area_mm2": 0.2083,
  "p_leak_nw": 117.5,
  "crit_path_end_kind": "flip-flop",
  "drt_iter0_drc": 8615,
  "worst_pin_slew_ns": 1.448,
  "gp_congestion": 1.089,
  "core_mm2": 0.6907,
  "setup_viol": 0,
  "slew_headroom_pct": 2.831,
  "required_ns": 10.09,
  "htree_levels": 3,
  "post_cts_resized": 0,
  "ys.flops": 618,
  "cp.arrival_ns": 9.10,
  "ys_cells": 21610,
  "die_area_mm2": 0.6978,
  "cap_violations": 0,
  "cts_setup_buffers": 0,
  "die_h_um": 835.4,
  "syn-cell-area_mm2": 0.2083,
  "portBuffers": 35,
  "post-route-min-period_ns": 8.408
}
## layout by cell type, fill, tap and decap left out, types with 30 or more instances in the layout
cell	count
o21ai_0	311
dfrtp_2	176
or3_1	44
buf_12	36
nor2b_1	247
nor2_1	313
a211oi_1	37
and2_1	2147
fa_1	5204
inv_1	6163
buf_4	604
a22oi_1	123
nand2b_1	218
xnor2_1	245
nand2_1	1879
nand3_1	119
ha_1	1623
diode_2	126
a22o_1	123
o21ai_1	30
clkdlybuf4s50_1	35
nor3_1	84
clkbuf_16	98
a222oi_1	34
a21o_1	56
o31ai_1	37
xor2_1	117
mux2_2	285
a21oi_1	183
dfrtp_1	441
## logic make-up after synthesis
kind of cell | Yosys count
AOI/OAI and AO/OA | 1209
xor gates and xnor gates | 362
adders and majority gates | 6827
buffers and inverters | 7171
DFF | 618
muxes | 304
and+or+nand+nor | 5123
## power breakdown
group	total [mW]	internal (mW)	leakage [nW]	switching (mW)
clock network	4.20	2.44	1.67	1.76
logic	45.1	16.8	108	28.3
registers	3.07	2.72	8.17	0.360
## sequential cells by signal, summed over array words and instances, names as in the netlist, named ones only
name                 flops
m                      304
a                      128
b                      128
out_data                19
cal_counter              5
cs                       5
i_counter                4
j_counter                4
o_counter                4
a_col                    2
a_row                    2
b_col                    2
b_row                    2
c_col_counter            2
c_row_counter            2
current_row_counter      2
change_row               1
valid                    1
## per-stage QoR
stage                     util, %  hold slack, ns
final                       32.67          0.4843
after global routing        32.63          0.5047
after CTS                   32.62          0.4886
after detailed placement    32.12          0.4751
after global placement      32.12          0.4663
after floorplan                 -          0.4421
## cell type report
cell class	instances	area [um^2]
inverters	6166	23150
well taps	9210	11520
flip-flops and latches	618	15690
repair buffers	675	5605
multi-input cells	13830	165900
clock buffers	120	2635
clock inverters	57	820.8
diodes	126	315.3
fillers	70380	465100
## worst min-delay path, stage by stage, from the launching register on
cell,delay (ns)
dfrtp_1,0.35
nand2_1,0.05
o21ai_0,0.06
## worst paths after layout
path / to / slack [ns] / depth (start not counted)
min: m[15][0]$_DFFE_PP0P_ / 0.48 / 2
max reg2reg: m[4][18]$_DFFE_PP0P_ / 0.99 / 24
max: m[4][18]$_DFFE_PP0P_ / 0.99 / 24
min reg2reg: m[15][0]$_DFFE_PP0P_ / 0.48 / 2
min in group asynchronous: b[6][5]$_DFFE_PP0P_ / 1.48 / 2
max in group asynchronous: m[8][18]$_DFFE_PP0P_ / 5.23 / 5
## metal layers
layer | part of all wire (%) | routed length (um) | vias to the layer above | track usage, %
met3 | 17 | 136900 | 1579 | 17.58
met5 | 0.18 | 1439 | - | 1.995
met2 | 42 | 339600 | 7146 | 34.69
met1 | 34 | 280600 | 74780 | 29.51
met4 | 7.3 | 59450 | 66 | 13.26
li1 | - | - | 61980 | -
No activity file was given, so power comes from the tool's default toggle rates.
